==> design.v <==
`timescale 1ns / 1ns
module clockDivBy6(clkIn, reset, clkDiv_6);
  input clkIn;
  input reset;
  output wire clkDiv_6;
  wire [2:0] counter;
  reg reg1, reg2;
  wire w1;
  mod6Counter mod6(.clk(clkIn), .reset(reset), .out(counter));
  always @(posedge clkIn)
    reg1 <= (!reset) ? 0 : counter[2];
  assign w1 = counter[2];
  or(clkDiv_6, reg1, w1);
endmodule
module clockDivBy4(clkIn, reset, clkDiv_4);
  input clkIn;
  input reset;
  output wire clkDiv_4;
  wire [1:0] counter;
  reg reg1;
  wire w1;
  mod4Counter mod4(.clk(clkIn), .reset(reset), .out(counter));
  assign clkDiv_4 = counter[1];
endmodule
module clockDivBy5(clkIn, reset, clkDiv_5);
  input clkIn;
  input reset;
  output wire clkDiv_5;
  wire [2:0] counter;
  reg reg1;
  wire w1;
  mod5Counter mod5(.clk(clkIn), .reset(reset), .out(counter));
  assign w1 = counter[1];
  always @(negedge clkIn)
  begin
    reg1 <= (!reset) ? 0 : counter[1];
  end
  or(clkDiv_5, w1, reg1);
endmodule
module mod5Counter(clk, reset, out);
  input clk;
  input reset;
  output reg [2:0] out;
  localparam S_0 = 3'b000,
             S_1 = 3'b001,
             S_2 = 3'b010,
             S_3 = 3'b011,
             S_4 = 3'b100;
  reg [2:0] currState, nextState;
  always @(posedge clk or negedge reset)
    begin
      if(!reset)
        currState <= S_0;
      else
        currState <= nextState;
    end
  always @(currState)
    begin
      case(currState)
        S_0: begin
          nextState <= S_1;
          out <= 3'b000;
        end
        S_1: begin
          nextState <= S_2;
          out <= 3'b001;
        end
        S_2: begin
          nextState <= S_3;
          out <= 3'b010;
        end
        S_3: begin
          nextState <= S_4;
          out <= 3'b011;
        end
        S_4: begin
          nextState <= S_0;
          out <= 3'b100;
        end
      endcase
    end
endmodule
module mod4Counter(clk, reset, out);
  input clk;
  input reset;
  output reg [1:0] out;
  localparam S_0 = 2'b00,
             S_1 = 2'b01,
             S_2 = 2'b10,
             S_3 = 2'b11;
  reg [1:0] currState, nextState;
  always @(posedge clk or negedge reset)
    begin
      if(!reset)
        currState <= S_0;
      else
        currState <= nextState;
    end
  always @(currState)
    begin
      case(currState)
        S_0: begin
          nextState <= S_1;
          out <= 2'b00;
        end
        S_1: begin
          nextState <= S_2;
          out <= 2'b01;
        end
        S_2: begin
          nextState <= S_3;
          out <= 2'b10;
        end
        S_3: begin
          nextState <= S_0;
          out <= 2'b11;
        end
      endcase
    end
endmodule
module mod6Counter(clk, reset, out);
  input clk;
  input reset;
  output reg [2:0] out;
  localparam S_0 = 3'b000,
             S_1 = 3'b001,
             S_2 = 3'b010,
             S_3 = 3'b011,
  			 S_4 = 3'b100,
  			 S_5 = 3'b101;
  reg [2:0] currState, nextState;
  always @(posedge clk or negedge reset)
    begin
      if(!reset)
        currState <= S_0;
      else
        currState <= nextState;
    end
  always @(currState)
    begin
      case(currState)
        S_0: begin
          nextState <= S_1;
          out <= 3'b000;
        end
        S_1: begin
          nextState <= S_2;
          out <= 3'b001;
        end
        S_2: begin
          nextState <= S_3;
          out <= 3'b010;
        end
        S_3: begin
          nextState <= S_4;
          out <= 3'b011;
        end
        S_4: begin
          nextState <= S_5;
          out <= 3'b100;
        end
        S_5: begin
          nextState <= S_0;
          out <= 3'b101;
        end
      endcase
    end
endmodule
module mod5RTL(clk, reset, out);
  input clk;
  input reset;
  output [2:0] out;
  wire [2:0] q_next;
  reg [2:0] q_curr;
  wire [2:0] q_currInv;
  wire w1, w2;
  always @(posedge clk or negedge reset)
    begin
      q_curr <= (reset) ? q_next : 3'b000;
    end
  assign out = q_curr;
  not(q_currInv[0], q_curr[0]);
  not(q_currInv[1], q_curr[1]);
  not(q_currInv[2], q_curr[2]);
  and (q_next[0], q_currInv[2], q_currInv[0]); 
  and (w1, q_currInv[2], q_currInv[1], q_curr[0]);
  and (w2, q_currInv[2], q_curr[1], q_currInv[0]);
  or (q_next[1], w1, w2);
  and (q_next[2], q_currInv[2], q_curr[1], q_curr[0]);
endmodule
==> run.sh <==
#!/bin/bash
# OpenROAD 26Q1-2900-gdf79404cd8, Yosys 0.63+post, stock flow scripts
make -C /OpenROAD-flow-scripts/flow DESIGN_CONFIG=/design/flow/config.mk WORK_HOME=/design/flow/orfs finish
==> config.mk <==
export PLATFORM = sky130hd
export DESIGN_NAME = clockDivBy6
export DESIGN_NICKNAME = clockDivBy6
export VERILOG_FILES = /design/flow/design.v
export SDC_FILE = /design/flow/constraint.sdc
export NUM_CORES = 4
export LEC_CHECK = 1
export CORE_AREA = 10 10 70 70
export DIE_AREA = 0 0 80 80
==> constraint.sdc <==
current_design clockDivBy6

set clk_period 1.2
set clk_io_pct 0.2

create_clock -name clk0 -period $clk_period [get_ports {clkIn}]

set non_clock_inputs [all_inputs -no_clocks]
set_input_delay [expr $clk_period * $clk_io_pct] -clock clk0 $non_clock_inputs
set_output_delay [expr $clk_period * $clk_io_pct] -clock clk0 [all_outputs]
==> run notes <==
Physical design

The run finished with clean final reports. Of the total synthesized cell area, the portion taken by AND-OR and OR-AND cells is about 11%. The synthesized design contains 8 register bits.

Overall routing resource usage recorded by global route was 1.07%. 3 I/O pins were placed. In this design, the stage delay of the slowest critical-path cell is about 280 ps. For this run the aggregate overflow at the end of global routing stands at 0. The async set-or-reset flop fraction in the synthesized netlist stands at a little under two fifths. The post-route setup TNS stands at 0 ps. The iteration count of the initial detailed-routing pass stands at 4. Among all cell types in the netlist, the one instantiated most often is dlxtn_1. The count of unclocked register or latch pins stands at 4.

The number of cell instances after yosys synthesis stands at 22. The average cell area after synthesis stands at 11.9 um^2. The synthesized netlist contains 14 unique library cells. The placed wire-length estimate after detailed placement stands at between 200 and 300 um. The deepest clock path buffer count stands at 2. The detail-routed via count per cell stands at 2.30. The XOR/XNOR share of the synthesized area stands at 0%. The data arrival time of the critical path stands at 860 ps. For this run, the share of the core covered by cells in the final layout is 10.6%. The largest individual stage delay along the critical path comes from the cell dfxtp_1. The pin count of the biggest net entering global routing stands at 9.

STA classifies the critical path startpoint as a flip-flop. The tally of OpenROAD warnings stands at 26. The initial antenna violation count was 0. The power density relative to cell area stands at 909 nW/um^2. The synthesized design contains 0 enable-type register cells. Across the whole layout, storage elements account for 155 um^2. Of the total synthesized cell area, the portion taken by full adders, half adders and majority gates is 9.52%. The height of the die stands at roughly 80 um. The number of port buffers stands at 2.

The number of global-route vias before repair stands at 143. Summing the areas of all and, or, nand and nor instances in the mapped netlist gives about a fifth of the synthesized area. Post-CTS timing repair inserted 0 buffers for setup. The floorplan has 21 rows. In this build the clock could be raised as far as ~900 MHz. The wire length after detailed routing stands at 361 um.

Summing every instance area after synthesis gives 263 um^2. The placeable core region stands at between 3000 and 4000 um^2. The detail route stage leaves a number of antenna-violating nets equal to 0.

In the setup report, the worst path falls into the class reg -> out. The initial utilization of the core area, before any placement, comes to ~7.7%. According to the Yosys statistics, the synthesized design has a chip area of 263 um^2.

The count of filler cells inserted in the layout stands at 398. On the reported timing paths, the clock transition at the registers reads 40 ps. The data required time at the worst endpoint stands at 960 ps. Leaving out buffers and inverters, the combinational logic in the layout accounts for 104 um^2.

In this run the number of H-tree levels came out at 1. In the final layout, the share of cells above drive strength 1 is roughly 21%. The slew at the pin with the worst max-slew slack stands at around 220 ps.

Setup repair after global routing left no endpoint under its margin. In this run the maximum-capacitance check reported violations numbering 0. The synthesis report names the predominant flop master as dlxtn_1. 7 endpoints have no timing constraint.

TritonCTS created 3 clock buffers. The worst setup path is captured at an output port. OpenROAD reports that the post-layout worst path occupies 91.8% of the period. After synthesis, the largest area contributor takes up 28.6% of total cell area. The violation tally from detailed-route iteration zero stands at 5. The first global-routing pass estimated 579 um of wire. The routed design shows a wire length per standard cell of slightly below 5 um.

TritonRoute reported its final design rule violation total as 0. The worst slew slack as a fraction of its limit stands at 85.1%. The highest net fanout along the worst path stands at 1. From left edge to right edge, the die measures around 80 um.

The portion of netlist area occupied by mux cells stands at 0%. The count of synthesis-stage warnings from yosys stands at 2. Per STA, the worst path accumulates the most delay in the family flip-flops. Pins over their slew limit in the final report were tallied at 0. The via count of the routed design stands at ~170.

The tightest min-delay check is of the in -> async type. Per the run report, area growth between synthesis and finish was 37.6%. At the end of routability-driven placement, the weighted congestion stood at 0.720. Per the final timing report, the hold violations number 0. In this run, post-CTS hold repair placed 0 buffers. The count of buffer and inverter cells on the critical path stands at 1. The final period demand of the worst path stands at ~1100 ps. TritonCTS built the clock tree. The cell count after synthesis stands at 22.

The worst ir drop on vdd stands at 0.000138 V. Sorting the synthesized cells by area gives the leading types as dfrtp_1 (29%), dlxtn_1 (23%), ha_1 (9.5%). In this run the critical path is formed by or2_2 > clkbuf_2. Looking at area per cell type in the netlist, the leader is dfrtp_1. In the synthesized netlist, the cells that appear most often are dlxtn_1 (4), dfrtp_1 (3), a21oi_1 (2), ha_1 (2), or3b_1 (2). In the routed netlist, the antenna diode instances number 0. Among the non-sequential cells, simple AND/OR/NAND/NOR gates take the most area. The die covers between 6000 and 7000 um^2. The number of endpoints failing setup at the final stage stands at 0.

The analysis attributes to cell leakage a power of about 0.00013 uW. Looking at the clock tree report, the root buffer type is clkbuf_4.
## where the power goes
part           total, uW  internal, uW  switching (uW)
clock network        185           125            60.4
registers            137           137           0.249
logic               6.05          3.73            2.32
## cells by family (layout without fill, tap and decap cells)
| logic type | after synthesis | in the layout |
|---|---|---|
| simple gates | 7 | 7 |
| compound gates | 4 | 4 |
| flops | 4 | 4 |
| latches | 4 | 4 |
| fa+ha+maj | 2 | 2 |
| buf+inv | 1 | 7 |
## flip-flops by register name (all words and copies together) (netlist names)
name,cells
mod6.out,1
mod6.currState,3
reg1,1
mod6.nextState,3
## worst max-delay path by stage
stage     start        to  slack [ps]  depth (start not counted)
4_1_cts    reg1  clkDiv_6           2                          2
6_report   reg1  clkDiv_6         100                          2
5_1_grt    reg1  clkDiv_6          60                          2
## timing repair
item | 4_1_cts | 5_1_grt
gates resized | 2 | 1
cloned | 0 | 0
setup endpoints to repair | 1 | 1
hold endpoints to repair | 0 | 0
## layer usage
layer | global-route usage, % | wire (um) | vias to the layer above
met5 | 0 | 0 | -
met4 | 0.528 | 0 | 0
met3 | 0.568 | 34 | 0
met2 | 1.44 | 143 | 5
met1 | 1.35 | 184 | 79
li1 | - | - | 86
## cell type report
class	instances	area share [%]
Timing Repair Buffer	2	4.15
Clock buffer	4	7.27
Multi-Input combinational cell	13	28.7
Sequential cell	8	42.9
Tap cell	46	15.9
Inverter	1	1.04
## layout by cell type, fill, tap and decap left out, drive strengths merged
cell type,instances
o32a,1
dfxtp,1
inv,1
nand2b,1
nand3b,1
or2,1
nor2b,1
ha,2
dlxtn,4
and2,1
clkbuf,5
or3b,2
dfrtp,3
a21oi,3
clkdlybuf4s50,1
## through the flow
| stage | cells | instance area, um^2 | setup slack (ps) | power [uW] | hold slack (ps) |
|---|---|---|---|---|---|
| final | 74 | 362 | 99.0 | 329 | 192 |
| after global routing | 74 | 362 | 64.7 | 351 | 190 |
| after CTS | 74 | 367 | 2.11 | 340 | 184 |
| after detailed placement | 70 | 340 | 23.1 | 145 | 443 |
| after global placement | 70 | 340 | 11.2 | 145 | 439 |
| after floorplan | 22 | 263 | 454 | 140 | -55.6 |
No activity file was given, so power comes from the tool's default toggle rates.
